File: design/flow/design.v
module gamemachine (
    input clk,
    input rst,
    input enter1,
    input enter2,
    input [2:0] dataIn,
    output reg [3:0] score1,
    output reg [3:0] score2
);
    reg [3:0] state, next_state;
    parameter IDLE = 4'd0,
              P1_0 = 4'd1,
              P1_1 = 4'd2,
              P1_2 = 4'd3,
              P1_3 = 4'd4,
              P2_0 = 4'd5,
              P2_1 = 4'd6,
              P2_2 = 4'd7,
              P2_3 = 4'd8,
              CALC = 4'd9,
              DONE = 4'd10;
    reg [2:0] p1 [0:3];
    reg [2:0] p2 [0:3];
    reg p2_is_match [0:3]; 
    reg [3:0] tmp_score1;
    reg [3:0] tmp_score2;
    reg found;
    integer i, j;
    always @(posedge clk or negedge rst) begin
        if (!rst) begin
            state <= IDLE;
        end else begin
            state <= next_state;
        end
    end
    always @(*) begin
        next_state = state;
        case (state)
            IDLE: next_state = P1_0;
            P1_0: if (enter1) next_state = P1_1;
            P1_1: if (enter1) next_state = P1_2;
            P1_2: if (enter1) next_state = P1_3;
            P1_3: if (enter1) next_state = P2_0;
            P2_0: if (enter2) next_state = P2_1;
            P2_1: if (enter2) next_state = P2_2;
            P2_2: if (enter2) next_state = P2_3;
            P2_3: if (enter2) next_state = CALC;
            CALC: next_state = DONE;
            DONE: next_state = DONE;
            default: next_state = IDLE;
        endcase
    end
    always @(posedge clk or negedge rst) begin
        if (!rst) begin
            for (i=0; i<4; i=i+1) begin
                p1[i] <= 3'd0;
                p2[i] <= 3'd0;
            end
        end else begin
            case (state)
                P1_0: if (enter1) p1[0] <= dataIn;
                P1_1: if (enter1) p1[1] <= dataIn;
                P1_2: if (enter1) p1[2] <= dataIn;
                P1_3: if (enter1) p1[3] <= dataIn;
                P2_0: if (enter2) p2[0] <= dataIn;
                P2_1: if (enter2) p2[1] <= dataIn;
                P2_2: if (enter2) p2[2] <= dataIn;
                P2_3: if (enter2) p2[3] <= dataIn;
            endcase
        end
    end
    always @(*) begin
        tmp_score1 = 4'd0;
        tmp_score2 = 4'd0;
        for (i = 0; i < 4; i = i + 1) begin
            p2_is_match[i] = 1'b0;
        end
        for (i = 0; i < 4; i = i + 1) begin
            if (p1[i] == p2[i]) begin
                tmp_score2 = tmp_score2 + 2;
                p2_is_match[i] = 1'b1; 
            end
        end
        for (i = 0; i < 4; i = i + 1) begin
            if (p2_is_match[i] == 1'b0) begin
                found = 1'b0;
                for (j = 0; j < 4; j = j + 1) begin
                    if (!found && (p2[i] == p1[j])) begin
                        tmp_score1 = tmp_score1 + 1;
                        tmp_score2 = tmp_score2 + 1;
                        found = 1'b1;  
                    end
                end
                if (found == 1'b0) begin
                    tmp_score1 = tmp_score1 + 2;
                end
            end
        end
    end
    always @(posedge clk or negedge rst) begin
        if (!rst) begin
            score1 <= 4'd0;
            score2 <= 4'd0;
        end else if (state == CALC) begin
            score1 <= tmp_score1;
            score2 <= tmp_score2;
        end
    end
endmodule
File: design/flow/run.sh
#!/bin/bash
# OpenROAD 26Q1-2900-gdf79404cd8, Yosys 0.63+post, stock flow scripts
make -C /OpenROAD-flow-scripts/flow DESIGN_CONFIG=/design/flow/config.mk WORK_HOME=/design/flow/orfs finish
File: design/flow/config.mk
export PLATFORM = sky130hd
export DESIGN_NAME = gamemachine
export DESIGN_NICKNAME = gamemachine
export VERILOG_FILES = /design/flow/design.v
export SDC_FILE = /design/flow/constraint.sdc
export NUM_CORES = 4
export LEC_CHECK = 1
export CORE_UTILIZATION = 30
File: design/flow/constraint.sdc
current_design gamemachine

set clk_period 5.7
set clk_io_pct 0.2

create_clock -name clk0 -period $clk_period [get_ports {clk}]

set non_clock_inputs [all_inputs -no_clocks]
set_input_delay [expr $clk_period * $clk_io_pct] -clock clk0 $non_clock_inputs
set_output_delay [expr $clk_period * $clk_io_pct] -clock clk0 [all_outputs]
==> metrics.csv <==
stage;metric;value;unit
status;status;complete, but fails checks;
status;violations;negative setup slack;
die;fp_util;0.311;
detailed_routing;drc;0;
place;port_buffers;14;
yosys;synth_flops;41;
finish;fin_area;6080;µm²
job;warnings;33;
die;die_y;120;µm
yosys;syn-cell-area;4170;µm²
timing;period_minus_slack;8450;ps
yosys;ys_cells;470;
worst_hold_path;hold_class;reg -> reg;
timing;hold_viol_final;0;
yosys;ys_chip_area;4170;µm²
finish;post-route-util;0.454;
die;coreArea;13400;µm²
place;dp_hpwl;8.76;mm
timing;slew_headroom;0.450;
timing;rsz0062_at_grt;true;
setup_path;cp.required;5870;ps
grt;grt_pass1_wl;19.4;mm
grt;antenna_found_initial;0;
die;pin_count;15;
setup_path;reg2reg_to;score1[3];
timing;finalClockPeriodUsage;1.48;
setup_path;slowest_stage;dfrtp_1;
yosys;yosys.area.top_type;dfrtp_1;
worst_hold_path;hold_path_end;state[6];
cts;cts_buffers;5;
grt;grt_use_total;0.170;
setup_path;crit_fanout;4;
cts;h-tree-depth;2;
detailed_routing;routed_wirelength;11.4;mm
detailed_routing;via_per_inst;4.97;
grt;overflow;0;
cts;clock_sinks;41;
finish;fill_cells;1232;
detailed_routing;vias;3863;
place;placed_cell_area;5480;µm²
setup_path;path_class;reg -> reg;
yosys;synthCells;470;
setup_path;crit_arrival;8620;ps
cts;tritoncts;yes;
worst_hold_path;min_path_cells;1;
timing;max_freq;118;MHz
worst_hold_path;min-delay-start;state[6];
setup_path;rr_startpoint;p2[0][0];
yosys;ff_type;dfrtp_1;
cts;clkLatencyLatePin;280;ps
timing;setup_slack;-2750;ps
yosys;synth.distinct_cells;70;
detailed_routing;drtIter0Drc;125;
yosys;async_flop_share;1.00;
yosys;yosysSeqAreaShare;0.246;
finish;final_layout_size_suffix_gt1_frac;0.451;
cts;clk_pin_slew;60;ps
timing;skew;5.89;ps
detailed_routing;post_drt_wl_per_cell;14.7;µm
yosys;avgSynthCellArea;8.88;µm²
detailed_routing;antenna_cells;0;
cts;clockBufferDepth;2;
die;die_area;14400;µm²
setup_path;end_kind;flip-flop;
yosys;area_leaders;dfrtp_1 (24%), mux2_2 (9.7%), ha_1 (9.3%);
detailed_routing;first_pass_iters;4;
cts;cts_root_buf;clkbuf_16;
timing;tightest_slew;819;ps
setup_path;reg2reg_slack;-2750;ps
finish;syn_to_final_growth;45.7;%
setup_path;max_stage_delay;390;ps
place;pre_cts_slack;-3000;ps
timing;drv_slew;0;
yosys;top_area_frac;0.240;
setup_path;reg2reg_depth;43;
yosys;enable_flop_cells;0;
die;die_width;120;µm
grt;grt_max_degree;42;
die;rows;42;
setup_path;start_kind;flip-flop;
yosys;yosysWarningCount;4;
place;gp_congestion;0.926;
grt;grt_pass1_vias;3917;
job;max-cap-violations;0;
detailed_routing;ant_nets;0;
timing;setup_viol;6;
synthesized netlist by cell type (all sizes together) (2+ instances only):
cell      n
o211ai    2
o21a      2
nand3    16
a21oi    14
a211oi    2
ha       31
o221ai    2
a221o     2
buf      26
nor4      6
or3b      3
a31oi    13
o31ai     2
and2      4
xor2     30
o21ai    17
clkbuf   14
dfrtp    40
a21o      4
inv      16
nand2    39
o22ai     4
nand2b    6
nor2     30
mux2     36
nor3     10
o2111ai   3
o41ai     2
and3      4
or3       7
a22oi     3
xnor2    45
nand4     8
nor4b     3
nor2b     4
through the flow:
step / hold WS [ps] / TNS [ps] / std cells
CTS: 490 / -13130 / 772
detailed placement: 477 / -15030 / 751
floorplan: 453 / -13480 / 470
finish: 495 / -13080 / 777
global route: 508 / -15270 / 777
global placement: 463 / -14450 / 751
timing repair:
action                     4_1_cts  5_1_grt
hold buffers                     0        0
resized                         32       16
pin swaps                       45       24
cloned                           0        0
buffers inserted                14        5
setup endpoints to repair        6        6
critical path: cells and delay by family, from the launching register on:
| kind | cells | cell delay [ps] |
|---|---|---|
| fa+ha+maj | 12 | 3040 |
| compound gates | 12 | 1890 |
| mux | 5 | 1400 |
| simple gates | 9 | 1030 |
| flops | 1 | 390 |
| xor+xnor | 3 | 360 |
| buf+inv | 2 | 210 |
layout by cell type, fill, tap and decap left out, types with 5 or more instances in the layout:
cell type / netlist / layout
buf_4: 7 / 148
nand2_1: 39 / 38
dfrtp_1: 40 / 37
mux2_2: 36 / 30
xnor2_1: 41 / 29
nor2_1: 30 / 27
xor2_1: 30 / 27
ha_1: 31 / 16
o21ai_0: 16 / 14
clkdlybuf4s50_1: 0 / 13
nand3_1: 16 / 12
xnor2_2: 3 / 12
ha_4: 0 / 12
a21oi_1: 14 / 11
inv_1: 14 / 11
nor3_1: 10 / 9
a31oi_1: 11 / 9
nand4_1: 8 / 8
nand2b_1: 6 / 6
mux2_4: 0 / 6
or3_1: 5 / 5
clkbuf_16: 0 / 5
area by class of cell:
class / instances / area [µm²] / share of cell area
well taps: 176 / 220 / 0.0362
clock buffers: 5 / 125 / 0.0206
clock inverters: 3 / 21.3 / 0.00350
repair buffers: 163 / 1260 / 0.207
multi-input cells: 373 / 3360 / 0.553
flip-flops and latches: 41 / 1030 / 0.170
inverters: 16 / 62.6 / 0.0103
kinds of logic after synthesis:
kind of cell               after synthesis  share of synthesized area
adders and majority gates               31                     0.0930
xor gates and xnor gates                75                      0.167
other                                    1                   0.000899
buffers and inverters                   56                     0.0651
muxes                                   37                     0.0996
DFF                                     41                      0.246
AOI/OAI and AO/OA                       84                      0.146
and+or+nand+nor                        145                      0.182
how the worst max path moves through the flow:
stage | start | endpoint | slack, ps | cells past startpoint
6_report | p2[0][0] | score1[3] | -2750 | 43
5_1_grt | p2[0][0] | score1[3] | -3190 | 43
4_1_cts | p2[0][1] | score1[3] | -2710 | 42
metal layers:
| layer | share of wire | track usage |
|---|---|---|
| met1 | 0.48 | 0.254 |
| met2 | 0.47 | 0.276 |
| met3 | 0.034 | 0.0117 |
| met4 | 0.017 | 0.0273 |
| met5 | 0 | 0 |
